[/design/flow/design.v]
module mux2_1 (InA, InB, S, Out);
  input InA, InB, S;
  output wire Out;
  wire S_n, BS, AS_n;
  assign S_n = ~S;
  assign AS_n = ~(InA & S_n);
  assign BS = ~(InB & S);
  assign Out = ~(AS_n & BS); 
endmodule
module sixteenmux2_1(InA, InB, Op, Out);
  input [15:0] InA, InB;
  input Op;
  output wire [15:0] Out;
  mux2_1 bit15(.InA(InA[15]), .InB(InB[15]), .S(Op), .Out(Out[15]));
  mux2_1 bit14(.InA(InA[14]), .InB(InB[14]), .S(Op), .Out(Out[14]));
  mux2_1 bit13(.InA(InA[13]), .InB(InB[13]), .S(Op), .Out(Out[13]));
  mux2_1 bit12(.InA(InA[12]), .InB(InB[12]), .S(Op), .Out(Out[12]));
  mux2_1 bit11(.InA(InA[11]), .InB(InB[11]), .S(Op), .Out(Out[11]));
  mux2_1 bit10(.InA(InA[10]), .InB(InB[10]), .S(Op), .Out(Out[10]));
  mux2_1 bit9(.InA(InA[9]), .InB(InB[9]), .S(Op), .Out(Out[9]));
  mux2_1 bit8(.InA(InA[8]), .InB(InB[8]), .S(Op), .Out(Out[8]));
  mux2_1 bit7(.InA(InA[7]), .InB(InB[7]), .S(Op), .Out(Out[7]));
  mux2_1 bit6(.InA(InA[6]), .InB(InB[6]), .S(Op), .Out(Out[6]));
  mux2_1 bit5(.InA(InA[5]), .InB(InB[5]), .S(Op), .Out(Out[5]));
  mux2_1 bit4(.InA(InA[4]), .InB(InB[4]), .S(Op), .Out(Out[4]));
  mux2_1 bit3(.InA(InA[3]), .InB(InB[3]), .S(Op), .Out(Out[3]));
  mux2_1 bit2(.InA(InA[2]), .InB(InB[2]), .S(Op), .Out(Out[2]));
  mux2_1 bit1(.InA(InA[1]), .InB(InB[1]), .S(Op), .Out(Out[1]));
  mux2_1 bit0(.InA(InA[0]), .InB(InB[0]), .S(Op), .Out(Out[0]));
endmodule
module wb(
          memalusel, memin, aluin,
          out
          );
  input memalusel;
  input [15:0] memin, aluin;
  output [15:0] out;
  sixteenmux2_1 writebackmux(
            .InA(aluin), .InB(memin), .Op(memalusel), 
            .Out(out)
            );
endmodule
[/design/flow/run.sh]
#!/bin/bash
# OpenROAD 26Q1-2900-gdf79404cd8, Yosys 0.63+post, stock flow scripts
make -C /OpenROAD-flow-scripts/flow DESIGN_CONFIG=/design/flow/config.mk WORK_HOME=/design/flow/orfs finish
[/design/flow/config.mk]
export PLATFORM = sky130hd
export DESIGN_NAME = wb
export DESIGN_NICKNAME = wb
export VERILOG_FILES = /design/flow/design.v
export SDC_FILE = /design/flow/constraint.sdc
export NUM_CORES = 4
export LEC_CHECK = 1
export CORE_AREA = 10 10 70 70
export DIE_AREA = 0 0 80 80
[/design/flow/constraint.sdc]
current_design wb

set clk_period 1.0
set clk_io_pct 0.2

create_clock -name clk0 -period $clk_period

set non_clock_inputs [all_inputs -no_clocks]
set_input_delay [expr $clk_period * $clk_io_pct] -clock clk0 $non_clock_inputs
set_output_delay [expr $clk_period * $clk_io_pct] -clock clk0 [all_outputs]
==> qor.yml <==
logic_synthesis:
  mux_share_pct: 58.98
  top_area_share_pct: 40.68
  ys_seq_share_pct: 0
  ys_sh_aoi_pct: 0
  topCellsByArea: "mux2_4 41%, buf_4 33%, mux2_2 18%"
  syn_inst: 34
  synth.cellmix.simpleShare_pct: 0
  synth_cell_types: 5
  synth_warnings: 0
  logic_family: "multiplexers"
  top_area_cell: "mux2_4"
  ys_sh_adder_pct: 0
  avgSynthCellArea_um2: 10.86
  ys_area_um2: 369.1
  yosysCellCount: 34
  yosys.area_share.xor_xnor_pct: 0
  synth_area_um2: 369.1
outcome:
  status: "complete, but fails checks"
  violations: "setup timing"
routing:
  num_vias: 339
  avgRoutedWirePerCell_um: 11.94
  drtIter0Drc: 1
  antenna_left: 0
  drt_wl_total_um: 1349
  vias_per_cell: 3.000
  drc: 0
  antennaDiodeCount: 0
  drt_first_pass_iters: 2
setup_path:
  crit_path_max_incr_delay_ps: 300
  path_max_fanout: 8
  slowest_stage: "mux2_4"
  path_cells: "buf_12 > buf_16 > mux2_4 > buf_6"
  cp_data_arrival_time_ps: 860
  end_kind: "output port"
  required_ps: 800
  cp-start-kind: "primary input"
  crit_type: "in2out"
place:
  place_congestion: 0.6772
  place_ws_ps: -850.3
  io_buffers: 49
  place_area_um2: 785.8
job:
  warning_count: 35
  cap_viol_max_count: 0
die:
  floorplan.core_util_pct: 10.81
  die-height_um: 80
  die_w_um: 80
  ios: 49
  dieArea_um2: 6400
  core-area_um2: 3416
  rows: 21
layout:
  register_area_um2: 0
  n_sequential_cell: 0
  clockBufferCount: 0
  layout_top_cells: "32 x dlygate4sd2_1, 16 x mux2_4, 9 x buf_6, 7 x buf_2, 2 x buf_12"
  design_area_um2: 782.0
  mostFrequentLayoutCell: "dlygate4sd2_1"
  syn_to_final_growth_pct: 111.9
  drive_above_1_share_pct: 52.24
timing:
  setup_slack_ps: -61.15
  setup_violations: 16
  fin_tns_setup_ps: -847.6
  slew_headroom_pct: 94.92
  period_minus_slack_ps: 1061
  tightest_slew_ps: 76.26
  hold_viol_final: 0
  drv_slew: 0
  post-route-period-util_pct: 106.1
  fmax_mhz: 942.4
  grt_setup_unrepaired: "true"
global_routing:
  grt_pass1_vias: 389
  grt_overflow: 0
  grt_max_degree: 9
  grtUsageTotal_pct: 3.740
  grt_pass1_wl_um: 1932
  antenna_found_initial: 0
min_path:
  hold_class: "in2out"
  holdPathStages: 3
power_and_ir_drop:
  cellPowerDensity_nw_per_um2: 371.7
  irDropWorstVdd_uv: 131.8
  p_leak_nw: 0.4132
clock_network:
  cts_setup_buffers: 0
[per-stage QoR]
stage	utilization (%)	hold slack, ps	total power, mW	instances
after global routing	22.89	811.4	0.3141	113
after floorplan	-	590.6	0.1806	34
after CTS	22.01	798.7	0.2804	113
after global placement	23.00	1441	0.3188	112
final	22.89	792.8	0.2907	113
after detailed placement	23.00	1434	0.3198	112
[cells in the mapped netlist, drive strengths merged]
| master | instances |
|---|---|
| buf | 18 |
| mux2 | 16 |
[final timing paths]
check	to	from
worst max-delay path	out[11]	memalusel
worst min-delay path	out[12]	aluin[12]
[logic make-up (layout without fill, tap and decap cells)]
| family | Yosys count | after routing |
|---|---|---|
| mux | 16 | 16 |
| buf+inv | 18 | 51 |
[routing by layer]
metal,share of wire [%],track usage [%],vias up
met5,0,0,-
li1,-,-,168
met2,40,5.698,33
met1,43,4.680,138
met3,16,2.273,0
met4,0,0,0
[where the power goes]
part           internal [mW]  switching [mW]  total (mW)  leakage (nW)
registers                  0               0           0             0
logic                  0.226          0.0643       0.291         0.413
clock network              0               0           0             0
total                  0.226          0.0643       0.291         0.413
[worst max-delay path: cells and delay by family]
| kind | cells | cell delay, ps |
|---|---|---|
| buffers and inverters | 3 | 360 |
| multiplexers | 1 | 300 |
[timing repair]
| item | in CTS | in global routing |
|---|---|---|
| gates resized | 100 | 5 |
| endpoints found under the setup margin | 16 | 16 |
| hold buffers | 0 | 0 |
| gates cloned | 1 | 0 |
[cell type report]
class | instances | area [µm²]
fill | 392 | 2634
timing repair buffer | 51 | 484.2
multi-input combinational | 16 | 240.2
tap | 46 | 57.56
Power and IR drop assume default switching activity.
